[design.v]
`timescale 1ns / 1ps
module MUX_1(
    M1,
    Jump_address,
    MUX_7_out,
    Reg_read_data_1,
    PC_write_data
    );
 parameter N=16;
 input [N-1:0] Jump_address;
 input [N-1:0] MUX_7_out;
 input [N-1:0] Reg_read_data_1;
 input [1:0] M1;
 output reg [N-1:0] PC_write_data;
 always @ (*)
 begin
     if (M1==2'b00)
     begin
        PC_write_data = Jump_address;
     end
     else if (M1==2'b01)
     begin
        PC_write_data = MUX_7_out;
     end
     else
     begin
        PC_write_data = Reg_read_data_1;
     end
 end
endmodule
[run.sh]
#!/bin/bash
# OpenROAD 26Q1-2900-gdf79404cd8, Yosys 0.63+post, stock flow scripts
make -C /OpenROAD-flow-scripts/flow DESIGN_CONFIG=/design/flow/config.mk WORK_HOME=/design/flow/orfs finish
[config.mk]
export PLATFORM = sky130hd
export DESIGN_NAME = MUX_1
export DESIGN_NICKNAME = MUX_1
export VERILOG_FILES = /design/flow/design.v
export SDC_FILE = /design/flow/constraint.sdc
export NUM_CORES = 4
export LEC_CHECK = 1
export CORE_AREA = 10 10 70 70
export DIE_AREA = 0 0 80 80
[constraint.sdc]
current_design MUX_1

set clk_period 1.9
set clk_io_pct 0.2

create_clock -name clk0 -period $clk_period

set non_clock_inputs [all_inputs -no_clocks]
set_input_delay [expr $clk_period * $clk_io_pct] -clock clk0 $non_clock_inputs
set_output_delay [expr $clk_period * $clk_io_pct] -clock clk0 [all_outputs]
==> Changelog: implementation <==
## Flow update

* Syn Std Cell Area at 344 µm²
* Ant diodes at 0
* Logic gate share of total power at 100.0%
* Row cnt at 21
* Crit. End Element: output pin
* Setup violators final at 0
* Power Internal at 162 µW
* Worst Path Max Fanout at 7
* Core Region at 3420 µm²
* Inst Count DP at 164
* CP delay by family, top: buffers and inverters
* CP Data Required Time at 1.52 ns
* IO Port Bufs at around 66
* Total global routing overflow at 0
* Slew Viols, Final at 0
* Layout cells sized above 1 at 6.61%
* Post-Layout Inst Area at 1120 µm²
* TritonRoute pass-1 iters at 4
* Final period util at 91.1%
* Worst path cell trace: clkdlybuf4s15_2, buf_6, buf_4, mux2i_1, o21ai_1, dlygate4sd2_1
* CP Buf/Inv Count at 4
* Tmin final at 1.73 ns
* Worst path max stage delay at 0.24 ns
* RSZ-0062 raised after global routing: no
* Synth-to-Final Area Change at 225%
* All-Layer GR Usage at 6.05%
* Flop count at 0
* Setup crit start kind: input port
* I/O pin total at 66
* Count of tool warnings at 32
* Cts hold-fix bufs at 0
* Chip Area, Yosys at 344 µm²
* Syn avg cell area at 6.49 µm²
* Synth Seq Share at 0%
* Seq pwr share at 0%
* Worst VDD drop at 0.0445 mV
* Largest net degree at the start of global routing at 15
* Sw Ratio at 25.5%
* Yosys cell types at 8
* Final Hold Vio Count at 0
* DP HPWL at 1.84 mm
* Leak at 0.000598 µW
* Sw Pwr at between 50 and 60 µW
* Placed inst area at 1050 µm²
* Routability congestion estimate at about 0.79
* Syn Inst Count at 53
* Drc violations at 0
* Routed wire length at 2.21 mm
* Rel. slew slack at 91.0%
* Vias in the first global route at ~620
* Routed Antenna Nets at 0
* Via Count at between 600 and 700
* Final core occ at 32.7%
* Flop area at 0 µm²
* Actual slew at the worst max-slew pin at 0.132 ns
* Die X at 80 µm
* FP Util at 10.1%
* Final cell count without fillers at approximately 170
* WP data arrival at 1.35 ns
* Fmax at 578 MHz
* Full die area at 6400 µm²
* Yosys Instances at 53
* Total negative slack at 0 ns
* Status: finished, final reports clean
* First-pass GRT wire length at 3.26 mm
* Clock power frac at 0%
* Hold Path Class: input port to output pin
* Tot Pwr at 217 µW
* Syn. warnings at 1
* Initial antenna violation count at 0
* Routed len/inst at 13.2 µm
* DR vias/cell at 3.72
* Crit path kind: input port to output pin
* Number of max-cap violations at 0
* Initial drt markers at 8
* Pwr dens at 194 nW/µm²
* Chip Height at 80 µm
* Clkbuf count at 0
* Worst path slowest cell: dlygate4sd2_1
==> metal layers <==
metal	up-vias	track usage [%]	share of wire (%)
li1	323	-	-
met1	269	7.45	41
met2	30	10.8	50
met3	0	1.59	8.5
met4	0	0	0
met5	-	0	0
==> metrics by stage <==
| step | hold slack [ns] | setup WS, ns |
|---|---|---|
| 6_report | 1.39 | 0.170 |
| 5_1_grt | 1.41 | 0.0972 |
| 2_1_floorplan | 0.795 | 0.669 |
| 3_3_place_gp | 1.67 | -0.254 |
| 4_1_cts | 1.51 | 0.000283 |
| 3_5_place_dp | 1.67 | -0.267 |
==> what timing repair did <==
| action | CTS | global route |
|---|---|---|
| resized | 17 | 15 |
| pin swaps | 2 | 10 |
| setup endpoints to repair | 16 | 14 |
| hold endpoints to repair | 0 | 0 |
| buffers inserted | 1 | 0 |
| gates cloned | 2 | 0 |
==> synth_stat cells (all sizes together) <==
library cell  count  share of area (%)
clkbuf            2                2.2
nand2            16                 17
o21ai            16                 23
buf               3                 11
mux2i            16                 47
==> path summary, 6_finish.rpt <==
path                  startpoint                 to  slack (ns)  cells past startpoint
worst max-delay path       M1[0]  PC_write_data[13]        0.17                      6
worst min-delay path       M1[1]  PC_write_data[15]        1.39                      5
==> cell usage in the layout (no fill, tap or decap), drive strengths merged <==
master / Yosys / final
dlygate4sd2: 0 / 3
dlymetal6s2s: 0 / 14
nand2: 16 / 16
clkdlybuf4s50: 0 / 48
buf: 3 / 7
clkdlybuf4s15: 0 / 1
o21ai: 16 / 16
mux2i: 16 / 16
==> cell families (layout without fill, tap and decap cells) <==
logic type	after synthesis	count (layout)	synth area share (%)
and+or+nand+nor	16	16	17.5
muxes	16	16	46.5
AOI/OAI and AO/OA	16	16	23.3
buffers and inverters	5	73	12.7
==> worst min-delay path, delay by kind of cell <==
family                 cells  cell delay [ns]
buffers and inverters      3             0.52
AOI/OAI and AO/OA          1             0.05
and+or+nand+nor            1             0.05
==> cell type report <==
class | instances | area, µm²
repair buffers | 73 | 761
fillers | 347 | 2300
multi-input cells | 48 | 300
well taps | 46 | 57.6
==> power by group through the flow <==
stage         Sequential, µW  Combinational (µW)  Clock, µW
CTS                        0                 230          0
global route               0                 239          0
finish                     0                 217          0
No activity file was given, so power comes from the tool's default toggle rates.
