## flow/run.sh

```bash
#!/bin/bash
# OpenROAD 26Q1-2900-gdf79404cd8, Yosys 0.63+post, stock flow scripts
make -C /OpenROAD-flow-scripts/flow DESIGN_CONFIG=/design/flow/config.mk WORK_HOME=/design/flow/orfs finish
```

## flow/config.mk

```make
export PLATFORM = sky130hd
export DESIGN_NAME = ALU_2
export DESIGN_NICKNAME = ALU_2
export VERILOG_FILES = /design/flow/design.v
export SDC_FILE = /design/flow/constraint.sdc
export NUM_CORES = 4
export LEC_CHECK = 1
export CORE_AREA = 10 10 102 102
export DIE_AREA = 0 0 112 112
```

## flow/constraint.sdc

```tcl
current_design ALU_2

set clk_period 9.8
set clk_io_pct 0.2

create_clock -name clk0 -period $clk_period

set non_clock_inputs [all_inputs -no_clocks]
set_input_delay [expr $clk_period * $clk_io_pct] -clock clk0 $non_clock_inputs
set_output_delay [expr $clk_period * $clk_io_pct] -clock clk0 [all_outputs]
```

## flow/design.v

```verilog
`timescale 1ns / 1ps
module ALU_2(
    ALU_in_1,
    ALU_in_2,
    ALU_out,
    ALU_control_out,
    Zero_flag
);
parameter N=16;
input [N-1:0] ALU_in_1;
input [1:0] ALU_control_out;
input [N-1:0] ALU_in_2;
output reg [N-1:0] ALU_out;
output reg Zero_flag;
always @ (*)
    begin
    case (ALU_control_out)
    2'b00: ALU_out = ALU_in_1 + ALU_in_2;
    2'b01: ALU_out = ALU_in_1-ALU_in_2;
    2'b10: ALU_out = (ALU_in_1) & (ALU_in_2);
    2'b11: ALU_out = (ALU_in_1) | (ALU_in_2);
    endcase 
    end
always @ (*)
    begin
    if ((ALU_in_1-ALU_in_2)==0)
    Zero_flag=1;
    else Zero_flag=0;
    end
endmodule
```

==> ci_impl_report.md <==
## Synthesis and layout report

| Metric | Value |
|---|---|
| Combinational fraction of design power | `100.0%` |
| Pins Over Slew Limit | `0` |
| Avg Synthesized Cell Area | `7.11 sq um` |
| End of the critical path | `ALU_out[13]` |
| CP Class | `primary input to primary output` |
| Cell Rows | `33` |
| Post-Syn Area | `0.00275 sq mm` |
| Final min period | `7760 ps` |
| Vias/cell | `5.19` |
| Yosys synthesis chip area | `0.00275 sq mm` |
| Registers | `0` |
| Max-slew headroom | `60.9%` |
| GRT Total Usage | `11.8%` |
| Layout area overhead | `22.6%` |
| Post-synthesis cell count | `386` |
| Vias in the first global route | `2537` |
| Core area | `0.00822 sq mm` |
| Worst-margin pin slew | `572 ps` |
| Largest area contributor in the netlist | `ha_1` |
| Pre-Repair DR Iteration Count | `4` |
| Full die area | `0.0125 sq mm` |
| Synth cell count leaders | `ha_1, inv_1, nand2_1, a21oi_1, o21ai_0` |
| CP top delay family | `AND-OR/OR-AND gates` |
| CP Capture Type | `primary output` |
| Top cells by area | `ha_1, xnor2_1, inv_1, a21oi_1, o21ai_0` |
| Net switching power | `0.000110 W` |
| Diodes inserted | `0` |
| Sequential cell area | `0 sq um` |
| Internal power | `0.000105 W` |
| Worst-path fanout max | `34` |
| Post-synthesis sequential area ratio | `0%` |
| Levels on crit path | `14` |
| First-pass GRT wire length | `12800 um` |
| RSZ-0062 raised after global routing | `false` |
| Fillers | `836` |
| I/O pins | `51` |
| Layout cells sized above 1 | `4.43%` |
| GR Overflow Total | `0` |
| CP peak stage delay | `550 ps` |
| Sequential share of power | `0%` |
| Detailed Route WL | `7920 um` |
| DRC viols | `0` |
| Leakage | `1.54 nW` |
| WL per Instance | `14.8 um` |
| Final Cycle Share | `79.2%` |
| Post-cts resize count | `0` |
| Most common cell in the netlist | `ha_1` |
| Hold-fix buffers, CTS | `0` |
| CP startpoint | `ALU_control_out[0]` |
| Yosys Instances | `386` |
| Element type at the critical path start | `primary input` |
| Distinct lib cells | `56` |
| Antenna violations before repair | `0` |
| Fmax | `129 MHz` |
| Placer Congestion | `0.894` |
| Min-Delay Path Class | `primary input to primary output` |
| Synthesis Warnings | `1` |
| Synth top area share | `28.7%` |
| Overall power | `0.000215 W` |
| Endpoints failing setup | `0` |
| Dpl hpwl | `6810 um` |
| Bufs and invs on worst path | `3` |
| TNS Setup | `0 ps` |
| Die extent in y | `112 um` |
| Switching Share | `51.1%` |
| Worst path required time | `7840 ps` |
| Remaining antenna violation count | `0` |
| Clock buf count | `0` |
| Pwr Density | `63.9 mW/mm^2` |
| Peak VDD IR | `18.3 uV` |
| Warning total across the stage logs | `64` |
| Outcome | `complete, no violations` |
| Clock share of power | `0%` |
| Largest net degree at the start of global routing | `35` |
| DR vias | `2774` |
| Post CTS Setup Buffer Count | `0` |
| Fp util | `33.4%` |
| Port buffer count | `51` |
| Critical-path top delay cell | `nor2b_1` |
| CP Data Arrival Time | `5800 ps` |
| Crit path cell chain | `clkdlybuf4s50_1, buf_4, nor2b_1, a41oi_1, xnor2_1, ha_1, a21o_1, a21o_1, o31a_1, o211ai_1, o21ai_1, xnor2_1, o21ai_1, clkdlybuf4s50_1` |
| Die width | `112 um` |
| Final Hold Vio Count | `0` |
| First DRT Iteration DRCs | `103` |
| Max-cap violation count | `0` |
power groups by stage:
stage	Sequential (W)	Combinational, W	Clock (W)
4_1_cts	0	0.000217	0
5_1_grt	0	0.000240	0
6_report	0	0.000215	0
worst min-delay path, cell delays in order:
cell             delay (ps)
clkdlybuf4s50_1         390
buf_4                   240
mux2i_1                 160
clkdlybuf4s50_1         400
worst min-delay path by stage:
stage	slack, ps	cells after the start	from	end
final	5130	4	ALU_control_out[1]	ALU_out[15]
after CTS	5130	4	ALU_control_out[1]	ALU_out[15]
after global routing	5180	4	ALU_control_out[1]	ALU_out[15]
cell families (layout without fill, tap and decap cells):
family | count (synthesis) | in the layout | synth area share [%]
xor gates and xnor gates | 28 | 28 | 8.93
buffers and inverters | 54 | 97 | 7.38
muxes | 9 | 9 | 3.37
and+or+nand+nor | 108 | 108 | 20.0
adders and majority gates | 65 | 65 | 30.2
AOI/OAI and AO/OA | 122 | 122 | 30.1
metrics by stage:
step / util [%] / setup slack (ps) / hold WS, ps / instances / cell area [sq um]
after global placement: 40.9 / 2130 / 5140 / 534 / 3360
after floorplan: - / 3450 / 4140 / 386 / 2750
after CTS: 40.9 / 2050 / 5130 / 534 / 3360
after detailed placement: 40.9 / 2040 / 5130 / 534 / 3360
final: 40.9 / 2040 / 5130 / 534 / 3360
after global routing: 40.9 / 1760 / 5180 / 534 / 3360
layout by cell type, fill, tap and decap left out, drive strengths merged, types with 11 or more instances in the layout:
cell	count
nand2	31
nor2	24
ha	63
clkdlybuf4s50	51
o211ai	11
xnor2	19
a21oi	32
nor2b	11
inv	44
o21ai	32
final cells by class:
| cell class | instances | area [sq um] | area share (%) |
|---|---|---|---|
| timing repair buffer | 53 | 526 | 15.6 |
| inverter | 44 | 165 | 4.91 |
| tap | 105 | 131 | 3.90 |
| multi-input combinational | 332 | 2540 | 75.6 |
per-layer routing:
layer	GRT usage, %	share of wire [%]
met3	0.434	2.5
met1	17.5	51
met4	1.02	0.53
met2	19.2	46
met5	0	0
Power and IR drop assume default switching activity.
